File: flow/constraint.sdc
current_design Adder

set clk_period 24.1
set clk_io_pct 0.2

create_clock -name clk0 -period $clk_period

set non_clock_inputs [all_inputs -no_clocks]
set_input_delay [expr $clk_period * $clk_io_pct] -clock clk0 $non_clock_inputs
set_output_delay [expr $clk_period * $clk_io_pct] -clock clk0 [all_outputs]
File: flow/run.sh
#!/bin/bash
# OpenROAD 26Q1-2900-gdf79404cd8, Yosys 0.63+post, stock flow scripts
make -C /OpenROAD-flow-scripts/flow DESIGN_CONFIG=/design/flow/config.mk WORK_HOME=/design/flow/orfs finish
File: flow/config.mk
export PLATFORM = sky130hd
export DESIGN_NAME = Adder
export DESIGN_NICKNAME = Adder
export VERILOG_FILES = /design/flow/design.v
export SDC_FILE = /design/flow/constraint.sdc
export NUM_CORES = 4
export LEC_CHECK = 1
export CORE_AREA = 10 10 85 85
export DIE_AREA = 0 0 95 95
File: flow/design.v
module Adder(in_1, in_2, sum);
input [31:0] in_1, in_2;
output [31:0] sum;
assign sum = in_1 + in_2;
endmodule
==> run notes <==
According to the Yosys statistics, the synthesized design has a chip area of 1740 µm². From bottom edge to top edge, the die measures 95 µm. With the register area at 0 µm², the global-route usage over all layers is 12.4%.

STA classifies the critical path startpoint as an input pin. The power per standard cell area was 29.1 nW/µm². For the post-detailed-routing wire length, the log shows 5.84 mm.

STA puts the critical path data arrival time at 7720 ps. The final max-slew violation count recorded for this run is 0. On the critical path the largest part of the delay comes from AND-OR/OR-AND gates. With the multiplexer area fraction after synthesis at 1.15%, the fraction of final layout cells sized beyond drive strength 1 is 3.07%. In the placement report, post-DP HPWL is listed as 5.12 mm.

Category of the most critical setup path: in -> out. Of the total synthesized cell area, the portion taken by XOR and XNOR cells is 14.1%. For the total die area, the log shows 9030 µm². The transition time recorded at the tightest slew-check pin is 523 ps. Per the detailed placement report, the placed cell area equals 2750 µm². Between the synthesized netlist and the finished layout, the area growth was recorded as 57.7%.

The top cell types in the final layout, fill and taps aside, are sky130_fd_sc_hd__clkdlybuf4s50_1, sky130_fd_sc_hd__ha_1, sky130_fd_sc_hd__a21oi_1. The post-synthesis share of cell area spent on full adders, half adders and majority gates works out to 23.4%. The report puts the hold buffer count at CTS at 0. The count of antenna diodes in the layout was 0. The run finished with clean final reports. The tools report the post-route standard cell area excluding fillers as 2750 µm². The average routed wire per standard cell was 14.7 µm; the post-cts gate resize count was 0. Via count: 2,079. Worst-case headroom to the max-slew limit: 64.2%. For the number of global-route vias before repair, the log shows 2,036.

The run gives 0 for the overall overflow remaining after global route. The run gives 0 as the total setup violations reported at the end of the flow. Counting distinct cell types in the post-synthesis netlist gives 50. Among all stages on the critical path, the maximum delay recorded is 490 ps.

For reference, the critical path cell chain is clkdlybuf4s50_1 > ha_1 > fa_1 > a21o_1 > a31o_2 > nand3_1 > o221ai_1 > a311oi_1 > o21bai_1 > xor2_1 > clkdlybuf4s50_1. The run gives 11 as the pin count of the biggest net entering global routing. In this run the worst setup path begins at in_1[0]. The final layout report lists a clock buffer count of 0. The post-CTS setup-driven buffer insertion count was 0. Nets still carrying antenna violations after routing amount to 0. The number of port buffers is 96. With the data required time at the worst endpoint at 19,280 ps, the cell leakage power is 1.18 nW. The most prevalent standard cell on the critical path was sky130_fd_sc_hd__clkdlybuf4s50_1. The Yosys step of the flow raised 0 warnings.

The floorplan step defined a core boundary enclosing 5470 µm². At the end of the flow the core is filled with cells to 50.3%. The sequential element share of the synthesized area is 0%. The share of the synthesized area in the top cell type is 22.2%.

The floorplan report gives the top-level pin count as 96. In this run the cell area of the synthesized design comes to 1740 µm². From left edge to right edge, the die measures 95 µm.

The violation count after the first detailed-routing iteration is 54, and the aoi/oai-family share of the synthesized area is 39.3%. Adding up every negative setup slack in the final design gives 0 ps. The largest driver fanout on the critical path came out at 4.

The top logic cell family in the synthesized netlist is AND-OR/OR-AND gates. Number of standard-cell rows in the floorplan: 27. The startpoint identified for the worst hold timing path is in_2[0]. The main area contributors are sky130_fd_sc_hd__ha_1, sky130_fd_sc_hd__a21oi_1, sky130_fd_sc_hd__a21o_1. Per the detail_route report, DRC violations left total 0. Counting endpoints that fail hold in the final report gives 0. Setup repair after global routing left no endpoint under its margin. The mean cell area of the mapped netlist was 7.24 µm².

The share of the core area taken by cells at floorplan is 31.9%. After technology mapping, the gate count stands at 241. The pre-antenna-repair detailed-routing pass consisted of 4 iterations. Final critical-path required period: 12,540 ps. The worst setup path is captured at an output pin.

The tools report the count of instantiated cells in the yosys netlist as 241. The run gives 0 as the number of max-cap violations. Post-detailed-route via-to-cell ratio: 5.22. Leaving out fill and tap cells, the most frequent cell in the layout is sky130_fd_sc_hd__clkdlybuf4s50_1. The run gives 18.3% for the post-synthesis share of cell area spent on and, or, nand and nor gates. The highest-delay cell along the critical path is sky130_fd_sc_hd__clkdlybuf4s50_1. The tools report the worst voltage drop across the vdd grid as 0.0118 mV. The type of the worst min-delay path was in -> out. The flow reports an fmax of 79.7 MHz. The global-route wire length before repair was 9.49 mm. Dividing the final minimum period by the clock period gives 52.0%. The congestion estimate from routability-driven global placement came to 0.925.

The number of flip-flops and latches is 0. Summed over all instances, the cell type with the most area after synthesis is sky130_fd_sc_hd__ha_1. The script reports the combined buffer and inverter count of the critical path as 2. With the initial antenna violation count at 0, the stage-log warning count is 32.
power by group:
| group | switching, mW | internal, mW | total (mW) | leakage [nW] |
|---|---|---|---|---|
| clock | 0 | 0 | 0 | 0 |
| sequential | 0 | 0 | 0 | 0 |
| combinational | 0.0318 | 0.0483 | 0.0800 | 1.18 |
| total | 0.0318 | 0.0483 | 0.0800 | 1.18 |
layer usage:
| metal | routed length (µm) | GRT usage, % | vias to the layer above |
|---|---|---|---|
| met1 | 2800 | 16.3 | 913 |
| met4 | 29 | 0.623 | 0 |
| li1 | - | - | 1103 |
| met2 | 2550 | 21.1 | 61 |
| met3 | 465 | 2.88 | 2 |
| met5 | 0 | 0 | - |
final timing paths:
path | end | slack (ps) | depth (start not counted)
min | sum[0] | 10670 | 3
max | sum[26] | 11560 | 11
cell usage after synthesis, types with 4 or more instances:
master,count
sky130_fd_sc_hd__inv_1,6
sky130_fd_sc_hd__xnor2_1,13
sky130_fd_sc_hd__ha_1,31
sky130_fd_sc_hd__nand2_1,18
sky130_fd_sc_hd__nand3_1,10
sky130_fd_sc_hd__nor2_1,12
sky130_fd_sc_hd__o21bai_1,4
sky130_fd_sc_hd__nor3_1,4
sky130_fd_sc_hd__a21o_1,19
sky130_fd_sc_hd__o21ai_0,13
sky130_fd_sc_hd__xor2_1,15
sky130_fd_sc_hd__nand4_1,8
sky130_fd_sc_hd__a21oi_1,29
sky130_fd_sc_hd__clkbuf_1,8
kinds of logic after synthesis:
family	count (synthesis)
compound gates	97
simple gates	65
fa+ha+maj	32
xor+xnor	28
buf+inv	17
mux	2
per-stage QoR:
| step | hold slack, ps | power (mW) | instances | worst slack, ps |
|---|---|---|---|---|
| after floorplan | 9710 | 0.0385 | 241 | 12630 |
| after global placement | 10680 | 0.0809 | 398 | 11550 |
| after detailed placement | 10690 | 0.0809 | 398 | 11520 |
| after CTS | 10680 | 0.0814 | 398 | 11520 |
| after global routing | 10710 | 0.0892 | 398 | 11320 |
| final | 10670 | 0.0800 | 398 | 11560 |
worst min-delay path, cell delays in order:
cell,delay [ps]
sky130_fd_sc_hd__clkdlybuf4s50_1,460
sky130_fd_sc_hd__ha_1,110
sky130_fd_sc_hd__clkdlybuf4s50_1,460
final cells by class:
type               count  area [µm²]
fillers              569        2720
inverters              6        22.5
multi-input cells    224        1680
well taps             72        90.1
repair buffers        96         961
Power and IR drop assume default switching activity.
